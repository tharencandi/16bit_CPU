--- flow/config.mk ---
export PLATFORM = sky130hd
export DESIGN_NAME = seven_seg_controller
export DESIGN_NICKNAME = seven_seg_controller
export VERILOG_FILES = /design/flow/design.v
export SDC_FILE = /design/flow/constraint.sdc
export NUM_CORES = 4
export LEC_CHECK = 1
export CORE_AREA = 10 10 150 150
export DIE_AREA = 0 0 160 160
--- flow/constraint.sdc ---
current_design seven_seg_controller

set clk_period 6.5
set clk_io_pct 0.2

create_clock -name clk0 -period $clk_period

set non_clock_inputs [all_inputs -no_clocks]
set_input_delay [expr $clk_period * $clk_io_pct] -clock clk0 $non_clock_inputs
set_output_delay [expr $clk_period * $clk_io_pct] -clock clk0 [all_outputs]
--- flow/design.v ---
module binary_to_7Seg(binary, sevenSeg);
	input[3:0] binary;
	output reg[6:0]  sevenSeg;
	always @(binary) begin
		case (binary)
		4'b0000 : begin sevenSeg = 7'b1000000; end
		4'b0001 : begin sevenSeg = 7'b1111001; end
		4'b0010 : begin sevenSeg = 7'b0100100; end
		4'b0011 : begin sevenSeg = 7'b0110000; end
		4'b0100 : begin sevenSeg = 7'b0011001; end
		4'b0101 : begin sevenSeg = 7'b0010010; end
		4'b0110 : begin sevenSeg = 7'b0000010; end
		4'b0111 : begin sevenSeg = 7'b1111000; end
		4'b1000 : begin sevenSeg = 7'b0000000; end
		4'b1001 : begin sevenSeg = 7'b0010000; end
		4'b1010 : begin sevenSeg = 7'b0001000; end
		4'b1011 : begin sevenSeg = 7'b0000011; end
		4'b1100 : begin sevenSeg = 7'b1000110; end
		4'b1101 : begin sevenSeg = 7'b0100001; end
		4'b1110 : begin sevenSeg = 7'b0000110; end
		4'b1111 : begin sevenSeg = 7'b0001110; end
		default : begin sevenSeg = 7'b1000000; end
	endcase
	end
endmodule
module seven_seg_controller(sw, r0, r1, r2, r3, r4, r5, r6, r7, r8,r9,r10,r11,r12,r13,r14,r15, displ);
input[3:0] sw;  
input[15:0] r0,r1,r2,r3,r4,r5,r6,r7,r8,r9,r10,r11,r12,r13,r14,r15;  
reg[15:0] val;
output[27:0] displ;  
always @(sw or r0 or r1 or r2 or r3 or r4 or r5 or r6 or r7 or r8 or r9 or r10 or r11 or r12 or r13 or r14 or r15) begin
	case (sw)
	4'b000 : begin val = r0; end
	4'b001 : begin val = r1; end
	4'b010 : begin val = r2; end
	4'b011 : begin val = r3; end
	4'b100 : begin val = r4; end
	4'b101 : begin val = r5; end
	4'b110 : begin val = r6; end
	4'b111 : begin val = r7; end
	4'b1000 : begin val = r8; end
	4'b1001 : begin val = r9; end
	4'b1010 : begin val = r10; end
	4'b1011 : begin val = r11; end
	4'b1100 : begin val = r12; end
	4'b1101 : begin val = r13; end
	4'b1110 : begin val = r14; end
	4'b1111 : begin val = r15; end
endcase
end
binary_to_7Seg bin2seg_inst0(.binary(val[3:0]), .sevenSeg(displ[6:0]));
binary_to_7Seg bin2seg_inst1(.binary(val[7:4]), .sevenSeg(displ[13:7]));
binary_to_7Seg bin2seg_inst2(.binary(val[11:8]), .sevenSeg(displ[20:14]));
binary_to_7Seg bin2seg_inst3(.binary(val[15:12]), .sevenSeg(displ[27:21]));
endmodule
--- flow/run.sh ---
#!/bin/bash
# OpenROAD 26Q1-2900-gdf79404cd8, Yosys 0.63+post, stock flow scripts
make -C /OpenROAD-flow-scripts/flow DESIGN_CONFIG=/design/flow/config.mk WORK_HOME=/design/flow/orfs finish
==> reports/qor.yml <==
die:
  fp.dieW_um: 160
  ioPinCount: 288
  die_h_um: 160
  core_area_sq_um: 19400
  initial_core_util: 0.183
  chip_area_sq_um: 25600
  row_count: 51
final_layout:
  flop_area_sq_um: 0
  logic_area_sq_um: 3150
  flops: 0
  layout_top_cell: "clkdlybuf4s50_1"
  mostFrequentLayoutCells: "clkdlybuf4s50_1 (284), mux2i_1 (38), nand2_1 (29)"
  area_growth_pct: 87.4
  clkbuf_count: 0
  fillers: 2073
  utilization: 0.342
  drive_above_1_share: 0.0772
critical_path:
  worst-path-max-fanout: 30
  cp.required_ns: 5.20
  start_kind: "primary input"
  setup.worst_path.class: "in -> out"
  end_kind: "primary output"
  critPathLaunch: "sw[3]"
  crit_path_end: "displ[15]"
  cp.arrival_ns: 4.63
route:
  wirelength_mm: 24.1
  vias: 5103
  first_pass_iters: 5
  viasPerCell: 5.00
  drcViolationCount: 0
  wl_per_cell_um: 23.6
  final_antenna_net_count: 0
  drt-initial-drc-count: 293
placement:
  numPortBuffers: 288
  dp_hpwl_mm: 20.6
  place_ws_ns: 0.630
  finalWeightedCongestion: 0.939
timing:
  report.final.slew_viol_count: 0
  fin_crit_ns: 5.93
  worst-slew-pin-transition_ns: 0.745
  setup_tns_ns: 0
  slew_headroom: 0.504
  finalCritPeriodShare: 0.912
  rsz0062_at_grt: "no"
  hold_viol: 0
  setup_viol: 0
  finalWorstSetupSlack_ns: 0.572
  fmax_mhz: 169
job:
  warnings: 52
  maxCapViolations: 0
clocking:
  hold_buffers: 0
  cts_setup_buffers: 0
  cts_resized: 0
global_routing:
  top_usage_layer: "met2"
  grt_pass1_wl_mm: 34.3
  grt_start_max_net_pins: 34
  grt_use_met2: 0.302
  grt_pass1_vias: 5407
  track_usage: 0.175
  antenna_found_initial: 6
  use_met1: 0.218
  grt-ovfl-total: 0
  met3_usage: 0.0475
pwr:
  leakagePower_uw: 0.00251
  powerDensity_nw_per_um2: 89.7
  ir_drop_uv: 23.7
synth:
  yosysWarnings: 2
  synthCells: 483
  syn_area_sq_um: 3540
  ys_seq_share: 0
  synth_cell_type_count: 71
  ys_cells: 483
  yosys_area_sq_um: 3540
  postSynthAreaPerCell_sq_um: 7.34
worst_hold_path:
  hp-class: "in -> out"
run_status:
  status: "complete, no violations"
## per-stage QoR
stage               instances  hold WS, ns  total power [uW]  cell area (sq um)
floorplan                 483         2.85               267               3540
global placement         1016         3.79               599               6630
detailed placement       1016         3.80               597               6630
CTS                      1016         3.81               600               6630
global route             1018         3.88               643               6630
finish                   1021         3.82               595               6640
## power by group
part,switching (uW),total (uW),internal (uW)
combinational,248,595,347
sequential,0,0,0
clock,0,0.000103,0.000103
## worst min-delay path by stage
| stage | startpoint | end | slack, ns | depth (start not counted) |
|---|---|---|---|---|
| 6_report | r0[2] | displ[5] | 3.82 | 6 |
| 5_1_grt | r0[15] | displ[24] | 3.88 | 5 |
| 4_1_cts | sw[2] | displ[15] | 3.81 | 6 |
## synthesized netlist by cell type (all sizes together) (12+ instances only)
master | instances | share of area
mux2i | 38 | 0.11
buf | 39 | 0.078
o22ai | 21 | 0.042
nand2 | 29 | 0.031
mux2 | 13 | 0.043
inv | 28 | 0.030
ha | 24 | 0.085
a22oi | 26 | 0.055
a22o | 17 | 0.042
a221oi | 12 | 0.031
a21oi | 26 | 0.038
nand2b | 14 | 0.025
o21ai | 24 | 0.034
nor2 | 29 | 0.034
## cell type report
type	count	share of cell area
multi-input cells	413	0.474
repair buffers	310	0.458
well taps	265	0.0499
inverters	28	0.0158
diodes	5	0.00188
## worst max-delay path, cell delays in order
cell,delay (ns)
buf_2,0.51
buf_4,0.37
nor2_2,0.12
nand2_1,0.49
nor2_1,0.10
a31oi_2,0.28
inv_1,0.15
ha_1,0.30
inv_1,0.04
mux2_2,0.25
o32ai_1,0.15
clkdlybuf4s50_1,0.53
## metal layers
metal	up-vias	share of wire
li1	2436	-
met1	2389	0.42
met2	259	0.48
met3	17	0.080
met4	2	0.015
met5	-	0.00029
## logic make-up after synthesis
kind of cell	after synthesis	share of synthesized area
and+or+nand+nor	136	0.218
adders and majority gates	24	0.0847
muxes	51	0.151
buffers and inverters	70	0.111
AOI/OAI and AO/OA	201	0.434
xor gates and xnor gates	1	0.00247
No activity file was given, so power comes from the tool's default toggle rates.
