===== /design/flow/config.mk =====
export PLATFORM = sky130hd
export DESIGN_NAME = alu
export DESIGN_NICKNAME = alu
export VERILOG_FILES = /design/flow/design.v
export SDC_FILE = /design/flow/constraint.sdc
export NUM_CORES = 4
export LEC_CHECK = 1
export CORE_UTILIZATION = 40

===== /design/flow/constraint.sdc =====
current_design alu

set clk_period 12.6
set clk_io_pct 0.2

create_clock -name clk0 -period $clk_period [get_ports {clk}]

set non_clock_inputs [all_inputs -no_clocks]
set_input_delay [expr $clk_period * $clk_io_pct] -clock clk0 $non_clock_inputs
set_output_delay [expr $clk_period * $clk_io_pct] -clock clk0 [all_outputs]

===== /design/flow/design.v =====
module alu(clk, rst, a, b, addsub, xor_ctrl, acc_out, acc_enable, a_enable, mul_acc_out, mul_out_ctrl, status_reg, add_ctrl);
	input clk, rst, addsub, xor_ctrl, acc_enable, a_enable, mul_out_ctrl, add_ctrl;
	input[15:0] a,b;
	output[15:0] acc_out,mul_acc_out;
	output [3:0] status_reg;
	wire [15:0] add_out, xor_out, acc_in, a_reg, l_m_out, r_m_out;
	wire c_out;
	reg [15:0] b_mux;
	always @(b or addsub) begin
		if (addsub == 1'b1)
			b_mux = ~b;
		else 
			b_mux = b;
	end
	sixteen_bit_reg a_register(.D(a), .clk(clk), .rst(rst), .Q(a_reg), .enable(a_enable));
	sixteenBit_FA adder_circuit(.a(a_reg),.b(b_mux),.cin(addsub),.cout(c_out),.s(add_out));
	sixteen_bit_xor xor_circuit(.a(a_reg),.b(b),.out(xor_out));
	multiplier multiplier_circuit(.a(a_reg), .b(b), .l_m(l_m_out), .r_m(r_m_out));
	buff add_buffer(.a(add_out),.b(acc_in),.enable(add_ctrl));
	buff xor_buffer(.a(xor_out),.b(acc_in),.enable(xor_ctrl));
	buff mul_buffer(.a(l_m_out), .b(acc_in), .enable(mul_out_ctrl));
	sixteen_bit_reg accumulator(.D(acc_in), .clk(clk), .rst(rst), .Q(acc_out), .enable(acc_enable));
	sixteen_bit_reg mul_accumulator(.D(r_m_out), .clk(clk), .rst(rst), .Q(mul_acc_out), .enable(acc_enable));
	status_register_encoder sr(.add_out(add_out), .c_out(c_out), .status_reg(status_reg));
endmodule
module buff (a,b,enable);
	input [15:0] a;
	input enable;
	output reg [15:0] b;
	always @ (enable or a) begin
		if (enable) 
			b = a;
		else 
			b = 16'bz;
	end
endmodule
module multiplier(a, b, l_m, r_m);
input [15:0] a, b; 
output [15:0] l_m, r_m;
wire [31:0] m;
assign m = a*b;
assign l_m = m[15:0];
assign r_m = m[31:16];
endmodule
module FA(a,b,cin,cout,s);
	input a, b, cin;
	output cout, s;
	assign s = (~a & b & ~cin) | (a & ~b & ~cin) | (~a & ~b & cin) | (a & b & cin);
	assign cout = (a & b) | (a & cin) | (b & cin);
endmodule
module sixteenBit_FA(a,b,cin,cout,s);
	input [15:0] a, b;
	input cin;
	output [15:0] s;
	output cout;
	wire c1, c2, c3;
	wire[14:0] c_outs;
	FA fa1(.a(a[0]), .b(b[0]), .cin(cin), .cout(c_outs[0]), .s(s[0]));
	FA fa2(.a(a[1]), .b(b[1]), .cin(c_outs[0]), .cout(c_outs[1]), .s(s[1]));
	FA fa3(.a(a[2]), .b(b[2]), .cin(c_outs[1]), .cout(c_outs[2]), .s(s[2]));
	FA fa4(.a(a[3]), .b(b[3]), .cin(c_outs[2]), .cout(c_outs[3]), .s(s[3]));
	FA fa5(.a(a[4]), .b(b[4]), .cin(c_outs[3]), .cout(c_outs[4]), .s(s[4]));
	FA fa6(.a(a[5]), .b(b[5]), .cin(c_outs[4]), .cout(c_outs[5]), .s(s[5]));
	FA fa7(.a(a[6]), .b(b[6]), .cin(c_outs[5]), .cout(c_outs[6]), .s(s[6]));
	FA fa8(.a(a[7]), .b(b[7]), .cin(c_outs[6]), .cout(c_outs[7]), .s(s[7]));
	FA fa9(.a(a[8]), .b(b[8]), .cin(c_outs[7]), .cout(c_outs[8]), .s(s[8]));
	FA fa10(.a(a[9]), .b(b[9]), .cin(c_outs[8]), .cout(c_outs[9]), .s(s[9]));
	FA fa11(.a(a[10]), .b(b[10]), .cin(c_outs[9]), .cout(c_outs[10]), .s(s[10]));
	FA fa12(.a(a[11]), .b(b[11]), .cin(c_outs[10]), .cout(c_outs[11]), .s(s[11]));
	FA fa13(.a(a[12]), .b(b[12]), .cin(c_outs[11]), .cout(c_outs[12]), .s(s[12]));
	FA fa14(.a(a[13]), .b(b[13]), .cin(c_outs[12]), .cout(c_outs[13]), .s(s[13]));
	FA fa15(.a(a[14]), .b(b[14]), .cin(c_outs[13]), .cout(c_outs[14]), .s(s[14]));
	FA fa16(.a(a[15]), .b(b[15]), .cin(c_outs[14]), .cout(cout), .s(s[15]));
endmodule
module sixteen_bit_reg(D, clk, rst, Q, enable);
	input enable;
	input[15:0] D;
	input clk, rst;
	output reg [15:0] Q;
	always @(posedge clk or posedge rst) begin
		if (rst == 1'b1)
			Q <= 16'b0;
		else if (enable == 1'b1)
			Q <= D;
		end
endmodule
module sixteen_bit_xor(a,b,out);
	input [15:0] a,b;
	output [15:0] out;
	assign out = a ^ b;
endmodule
module status_register_encoder(add_out, c_out, status_reg);
input[15:0] add_out;
input c_out;
output [3:0] status_reg;
reg p,n,z,c;
assign status_reg = {n, p, z, c};
always @(add_out or c_out) begin
	if (add_out[15] == 1'b1)
		n = 1'b1;
	else
		n = 1'b0;
	if (add_out[15] == 1'b0)
		p = 1'b1;
	else 
		p = 1'b0;
	if (c_out == 1'b1)
		c = 1'b1;
	else
		c = 1'b0;
	if (add_out == 16'b0)
		z = 1'b1;
	else
		z = 1'b0;
end
endmodule

===== /design/flow/run.sh =====
#!/bin/bash
# OpenROAD 26Q1-2900-gdf79404cd8, Yosys 0.63+post, stock flow scripts
make -C /OpenROAD-flow-scripts/flow DESIGN_CONFIG=/design/flow/config.mk WORK_HOME=/design/flow/orfs finish

==> flow_metrics.py <==
# Physical implementation metrics
metrics = {
    "run_status": {
        "outcome": "complete, no violations",
    },
    "die": {
        "fp_util_pct": 40.8,
        "num_io_pins": 76,
        "die_y_um": 165,
        "fp-row-count": 59,
        "die_width_um": 165,
        "die_area_sq_um": 27300,
        "placeableCoreArea_sq_um": 26100,
    },
    "final_timing": {
        "min_period_ns": 12.16,
        "fin_tns_setup_ns": 0,
        "timing.fmax_ghz": 0.0822,
        "fin_skew_ns": 0.0168,
        "finalMaxSlewViolations": 0,
        "worst_slew_margin_rel_pct": 47.2,
        "finalClockPeriodUsage_pct": 96.5,
        "rsz_0062_raised_after_global_routing": "no",
        "final_hold_viol_count": 0,
        "setup_viol": 0,
        "worst_pin_slew_ns": 0.790,
    },
    "drt": {
        "insertedDiodeCount": 0,
        "violation_count_after_the_first_detailed_routing_iteration": 324,
        "route.detailed.wl_per_inst_um": 15.8,
        "detailroute.via_count": 7827,
        "drt-total-wl_mm": 24.6,
        "ant_nets": 0,
        "viasPerCell": 5.04,
        "post-route-drc-count": 0,
        "drt_pre_antenna_iters": 21,
    },
    "clock_tree": {
        "cts-buffers-inserted": 5,
        "clock_path_buffers": 2,
        "clock_sinks": 48,
        "cts_htree_levels": 2,
        "clock_insertion_delay_worst_skew_ns": 0.31,
        "path_clk_slew_ns": 0.07,
        "tritoncts": "done",
        "clock-root-buffer": "sky130_fd_sc_hd__clkbuf_16",
    },
    "yosys": {
        "yosys.cell_types.count": 53,
        "gate_count_post_synth": 1183,
        "asyncSetResetFlopFracSynth_pct": 100,
        "ys_seq_share_pct": 11.3,
        "synth.avg_cell_area_sq_um": 9.02,
        "yosys_warnings": 21,
        "yosys_register_bits": 48,
        "netlist_area_sq_um": 10700,
        "synth-edff-count": 0,
        "flop_cell": "sky130_fd_sc_hd__dfrtp_1",
        "yosys-stat-area_sq_um": 10700,
        "ys_cells": 1183,
    },
    "placed_design": {
        "final_wtd_congestion": 0.882,
        "io_buffers": 72,
        "post-place-cells": 1544,
        "dpl-instance-area_sq_um": 11700,
        "hpwlAfterDp_mm": 19.6,
    },
    "worst_setup_path": {
        "cp.required_ns": 10.08,
        "startpoint_class": "primary input",
        "crit_top_cell": "sky130_fd_sc_hd__fa_1",
        "timing.critical_path.max_delay_family": "adder cells",
        "cp.buffers_inverters": 3,
        "cp_max_fo": 2,
        "critical_path.slowest_cell": "sky130_fd_sc_hd__clkdlybuf4s50_1",
        "path_cells": "clkdlybuf4s50_1 > xor2_1 > fa_1 > inv_1 > fa_1 > fa_1 > fa_1 > fa_1 > fa_1 > fa_1 > fa_1 > fa_2 > fa_1 > fa_1 > fa_1 > fa_1 > xnor2_1 > xnor2_1 > nor4_2 > clkdlybuf4s50_1",
        "max_stage_delay_ns": 0.50,
        "endpoint_kind": "output port",
        "arrival_ns": 9.64,
        "worst-setup-path-type": "in -> out",
    },
    "finish": {
        "layout_top_cell_excl_fill_tap": "sky130_fd_sc_hd__inv_1",
        "instances_no_fill": 1552,
        "fin_area_sq_um": 11900,
        "area_added_between_synthesis_and_finish_pct": 11.4,
        "post-route-util_pct": 45.5,
        "post_route_cells_drive_above_1_share_pct": 4.68,
        "ff_latch_area_sq_um": 1200,
        "layout.area.comb_sq_um": 8280,
        "layout_top_cells": "245 x sky130_fd_sc_hd__inv_1, 205 x sky130_fd_sc_hd__fa_1, 202 x sky130_fd_sc_hd__nand2_1",
        "fillCellCount": 2543,
    },
    "job": {
        "max_cap_violations": 0,
        "warning_count": 28,
    },
    "grt": {
        "antenna_found_initial": 0,
        "grtUsageTotal_pct": 20.4,
        "wire_length_of_the_first_global_routing_pass_mm": 41.0,
        "grt_overflow_total": 0,
        "grt_start_max_net_pins": 55,
        "first_global_vias": 8153,
    },
    "worst_hold_path": {
        "holdCritPathClass": "reg -> reg",
    },
}
worst register-to-register path, stage by stage (launching register included):
cell and delay (ns):
sky130_fd_sc_hd__dfrtp_1 0.79, sky130_fd_sc_hd__fa_1 0.30, sky130_fd_sc_hd__inv_1 0.06, sky130_fd_sc_hd__fa_1 0.41, sky130_fd_sc_hd__fa_1 0.42, sky130_fd_sc_hd__fa_1 0.42, sky130_fd_sc_hd__fa_1 0.42, sky130_fd_sc_hd__fa_1 0.43
sky130_fd_sc_hd__fa_1 0.43, sky130_fd_sc_hd__fa_1 0.43, sky130_fd_sc_hd__fa_2 0.38, sky130_fd_sc_hd__fa_1 0.42, sky130_fd_sc_hd__fa_1 0.42, sky130_fd_sc_hd__fa_1 0.42, sky130_fd_sc_hd__fa_1 0.45, sky130_fd_sc_hd__xnor2_1 0.19
sky130_fd_sc_hd__xnor2_1 0.14, sky130_fd_sc_hd__mux2_2 0.28
metal layers:
layer / routed length (um) / GRT usage, %
met4: 508 / 3.47
met2: 12100 / 32.8
met1: 10500 / 29.8
met5: 0 / 0
met3: 1400 / 4.99
cell type report:
class	instances	share of cell area (%)
flip-flops and latches	48	10.1
inverters	246	7.77
clock buffers	5	1.05
multi-input cells	824	69.7
well taps	335	3.53
clock inverters	3	0.579
repair buffers	91	7.25
cell usage after synthesis (all sizes together) (4+ instances only):
cell    instances  share of area, %
inv           246               8.7
fa            206                39
nand2         202               7.1
ha            102                12
and2           86               5.0
clkbuf         56               2.0
dfrtp          48                11
a21oi          41               1.9
o21ai          34               1.6
xnor2          25               2.1
nor2           24              0.84
mux2           19               2.0
nand4          12              0.76
buf             9              0.55
a21o            8              0.56
nor3            8              0.38
xor2            8              0.66
a211oi          4              0.28
o211ai          4              0.28
kinds of logic after synthesis:
logic type | synth area share (%)
buffers and inverters | 11.2
and+or+nand+nor | 15.2
xor gates and xnor gates | 2.71
muxes | 2.01
DFF | 11.3
AOI/OAI and AO/OA | 6.99
adders and majority gates | 50.6
sequential cells by signal, summed over array words and instances (netlist names):
register,count
mul_accumulator.Q,16
accumulator.Q,16
a_register.Q,16
path summary, 6_finish.rpt:
check                                                  from                                end  slack [ns]  depth (start not counted)
min in group asynchronous                               rst  mul_accumulator.Q[15]$_DFFE_PP0P_        2.70                          3
hold reg to reg            mul_accumulator.Q[1]$_DFFE_PP0P_   mul_accumulator.Q[1]$_DFFE_PP0P_        0.50                          2
hold / removal             mul_accumulator.Q[1]$_DFFE_PP0P_   mul_accumulator.Q[1]$_DFFE_PP0P_        0.50                          2
max in group asynchronous                               rst        a_register.Q[7]$_DFFE_PP0P_        9.44                          3
setup reg to reg                a_register.Q[1]$_DFFE_PP0P_      accumulator.Q[14]$_DFFE_PP0P_        5.68                         17
setup / recovery                                       b[1]                      status_reg[1]        0.44                         20
stage by stage:
| step | worst slack [ns] | hold slack (ns) |
|---|---|---|
| 2_1_floorplan | 1.09 | 0.428 |
| 3_3_place_gp | 0.184 | 0.472 |
| 3_5_place_dp | 0.140 | 0.486 |
| 4_1_cts | 0.119 | 0.505 |
| 5_1_grt | 0.0390 | 0.523 |
| 6_report | 0.438 | 0.505 |
what timing repair did:
item                       4_1_cts  5_1_grt
setup buffers                    0        0
hold buffers                     0        0
setup endpoints to repair        0        2
gates resized                    0        3
